==> flow/constraint.sdc <==
current_design top

set clk_period 4.7
set clk_io_pct 0.2

create_clock -name clk0 -period $clk_period [get_ports {clk}]

set non_clock_inputs [all_inputs -no_clocks]
set_input_delay [expr $clk_period * $clk_io_pct] -clock clk0 $non_clock_inputs
set_output_delay [expr $clk_period * $clk_io_pct] -clock clk0 [all_outputs]
==> flow/design.v <==
module	nco(	
		o_gen_clk,
		i_nco_num,
		clk,
		rst_n);
output		o_gen_clk	;	 
input	[31:0]	i_nco_num	;
input		clk		;	 
input		rst_n		;
reg	[31:0]	cnt		;
reg		o_gen_clk	;
always @(posedge clk or negedge rst_n) begin
	if(rst_n == 1'b0) begin
		cnt		<= 32'd0;
		o_gen_clk	<= 1'd0	;
	end else begin
		if(cnt >= i_nco_num/2-1) begin
			cnt 	<= 32'd0;
			o_gen_clk	<= ~o_gen_clk;
		end else begin
			cnt <= cnt + 1'b1;
		end
	end
end
endmodule
module	fnd_dec(
		o_seg,
		i_num);
output	[6:0]	o_seg		;	 
input	[3:0]	i_num		;
reg	[6:0]	o_seg		;
always @(i_num) begin 
 	case(i_num) 
 		4'd0:	o_seg = 7'b111_1110; 
 		4'd1:	o_seg = 7'b011_0000; 
 		4'd2:	o_seg = 7'b110_1101; 
 		4'd3:	o_seg = 7'b111_1001; 
 		4'd4:	o_seg = 7'b011_0011; 
 		4'd5:	o_seg = 7'b101_1011; 
 		4'd6:	o_seg = 7'b101_1111; 
 		4'd7:	o_seg = 7'b111_0000; 
 		4'd8:	o_seg = 7'b111_1111; 
 		4'd9:	o_seg = 7'b111_0011; 
		default:o_seg = 7'b000_0000; 
	endcase 
end
endmodule
module	double_fig_sep(
		o_left,
		o_right,
		i_double_fig);
output	[3:0]	o_left		;
output	[3:0]	o_right		;
input	[5:0]	i_double_fig	;
assign		o_left	= i_double_fig / 10	;
assign		o_right	= i_double_fig % 10	;
endmodule
module	led_disp(
		o_seg,
		o_seg_dp,
		o_seg_enb,
		i_six_digit_seg,
		i_six_dp,
		clk,
		rst_n);
output	[5:0]	o_seg_enb		;
output		o_seg_dp		;
output	[6:0]	o_seg			;
input	[41:0]	i_six_digit_seg		;
input	[5:0]	i_six_dp		;
input		clk			;
input		rst_n			;
wire		gen_clk		;
nco		u_nco(
		.o_gen_clk	( gen_clk	),
		.i_nco_num	( 32'd5000	),
		.clk		( clk		),
		.rst_n		( rst_n		));
reg	[3:0]	cnt_common_node	;
always @(posedge gen_clk or negedge rst_n) begin
	if(rst_n == 1'b0) begin
		cnt_common_node <= 4'd0;
	end else begin
		if(cnt_common_node >= 4'd5) begin
			cnt_common_node <= 4'd0;
		end else begin
			cnt_common_node <= cnt_common_node + 1'b1;
		end
	end
end
reg	[5:0]	o_seg_enb		;
always @(cnt_common_node) begin
	case (cnt_common_node)
		4'd0:	o_seg_enb = 6'b111110;
		4'd1:	o_seg_enb = 6'b111101;
		4'd2:	o_seg_enb = 6'b111011;
		4'd3:	o_seg_enb = 6'b110111;
		4'd4:	o_seg_enb = 6'b101111;
		4'd5:	o_seg_enb = 6'b011111;
		default:o_seg_enb = 6'b111111;
	endcase
end
reg		o_seg_dp		;
always @(cnt_common_node) begin
	case (cnt_common_node)
		4'd0:	o_seg_dp = i_six_dp[0];
		4'd1:	o_seg_dp = i_six_dp[1];
		4'd2:	o_seg_dp = i_six_dp[2];
		4'd3:	o_seg_dp = i_six_dp[3];
		4'd4:	o_seg_dp = i_six_dp[4];
		4'd5:	o_seg_dp = i_six_dp[5];
		default:o_seg_dp = 1'b0;
	endcase
end
reg	[6:0]	o_seg			;
always @(cnt_common_node) begin
	case (cnt_common_node)
		4'd0:	o_seg = i_six_digit_seg[6:0];
		4'd1:	o_seg = i_six_digit_seg[13:7];
		4'd2:	o_seg = i_six_digit_seg[20:14];
		4'd3:	o_seg = i_six_digit_seg[27:21];
		4'd4:	o_seg = i_six_digit_seg[34:28];
		4'd5:	o_seg = i_six_digit_seg[41:35];
		default:o_seg = 7'b111_1110;  
	endcase
end
endmodule
module	hms_cnt(
		o_hms_cnt,
		o_max_hit,
		i_max_cnt,
		clk,
		rst_n);
output	[5:0]	o_hms_cnt		;
output		o_max_hit		;
input	[5:0]	i_max_cnt		;
input		clk			;
input		rst_n			;
reg	[5:0]	o_hms_cnt		;
reg		o_max_hit		;
always @(posedge clk or negedge rst_n) begin
	if(rst_n == 1'b0) begin
		o_hms_cnt <= 6'd0;
		o_max_hit <= 1'b0;
	end else begin
		if(o_hms_cnt >= i_max_cnt) begin
			o_hms_cnt <= 6'd0;
			o_max_hit <= 1'b1;
		end else begin
			o_hms_cnt <= o_hms_cnt + 1'b1;
			o_max_hit <= 1'b0;
		end
	end
end
endmodule
module  debounce(
		o_sw,
		i_sw,
		clk);
output		o_sw			;
input		i_sw			;
input		clk			;
reg		dly1_sw			;
always @(posedge clk) begin
	dly1_sw <= i_sw;
end
reg		dly2_sw			;
always @(posedge clk) begin
	dly2_sw <= dly1_sw;
end
assign		o_sw = dly1_sw | ~dly2_sw;
endmodule
module	controller(
		o_mode,
		o_position,
		o_alarm_en,
		o_sec_clk,
		o_min_clk,
		o_alarm_sec_clk,
		o_alarm_min_clk,
		i_max_hit_sec,
		i_max_hit_min,
		i_sw0,
		i_sw1,
		i_sw2,
		i_sw3,
		clk,
		rst_n);
output	[1:0]	o_mode			;
output		o_position		;
output		o_alarm_en		;
output		o_sec_clk		;
output		o_min_clk		;
output		o_alarm_sec_clk		;
output		o_alarm_min_clk		;
input		i_max_hit_sec		;
input		i_max_hit_min		;
input		i_sw0			;
input		i_sw1			;
input		i_sw2			;
input		i_sw3			;
input		clk			;
input		rst_n			;
parameter	MODE_CLOCK	= 2'b00	;
parameter	MODE_SETUP	= 2'b01	;
parameter	MODE_ALARM	= 2'b10	;
parameter	POS_SEC		= 1'b0	;
parameter	POS_MIN		= 1'b1	;
wire		clk_100hz		;
nco		u0_nco(
		.o_gen_clk	( clk_100hz	),
		.i_nco_num	( 32'd500000	),
		.clk		( clk		),
		.rst_n		( rst_n		));
wire		sw0			;
debounce	u0_debounce(
		.o_sw		( sw0		),
		.i_sw		( i_sw0		),
		.clk		( clk_100hz	));
wire		sw1			;
debounce	u1_debounce(
		.o_sw		( sw1		),
		.i_sw		( i_sw1		),
		.clk		( clk_100hz	));
wire		sw2			;
debounce	u2_debounce(
		.o_sw		( sw2		),
		.i_sw		( i_sw2		),
		.clk		( clk_100hz	));
wire		sw3			;
debounce	u3_debounce(
		.o_sw		( sw3		),
		.i_sw		( i_sw3		),
		.clk		( clk_100hz	));
reg	[1:0]	o_mode			;
always @(posedge sw0 or negedge rst_n) begin
	if(rst_n == 1'b0) begin
		o_mode <= MODE_CLOCK;
	end else begin
		if(o_mode >= MODE_ALARM) begin
			o_mode <= MODE_CLOCK;
		end else begin
			o_mode <= o_mode + 1'b1;
		end
	end
end
reg		o_position		;
always @(posedge sw1 or negedge rst_n) begin
	if(rst_n == 1'b0) begin
		o_position <= POS_SEC;
	end else begin
		o_position <= o_position + 1'b1;
	end
end
reg		o_alarm_en		;
always @(posedge sw3 or negedge rst_n) begin
	if(rst_n == 1'b0) begin
		o_alarm_en <= 1'b0;
	end else begin
		o_alarm_en <= o_alarm_en + 1'b1;
	end
end
wire		clk_1hz			;
nco		u1_nco(
		.o_gen_clk	( clk_1hz	),
		.i_nco_num	( 32'd50000000	),
		.clk		( clk		),
		.rst_n		( rst_n		));
reg		o_sec_clk		;
reg		o_min_clk		;
reg		o_alarm_sec_clk		;
reg		o_alarm_min_clk		;
always @(*) begin
	case(o_mode)
		MODE_CLOCK : begin
			o_sec_clk = clk_1hz;
			o_min_clk = i_max_hit_sec;
			o_alarm_sec_clk = 1'b0;
			o_alarm_min_clk = 1'b0;
		end
		MODE_SETUP : begin
			case(o_position)
				POS_SEC : begin
					o_sec_clk = ~sw2;
					o_min_clk = 1'b0;
					o_alarm_sec_clk = 1'b0;
					o_alarm_min_clk = 1'b0;
				end
				POS_MIN : begin
					o_sec_clk = 1'b0;
					o_min_clk = ~sw2;
					o_alarm_sec_clk = 1'b0;
					o_alarm_min_clk = 1'b0;
				end
			endcase
		end
		MODE_ALARM : begin
			case(o_position)
				POS_SEC : begin
					o_sec_clk = clk_1hz;
					o_min_clk = i_max_hit_sec;
					o_alarm_sec_clk = ~sw2;
					o_alarm_min_clk = 1'b0;
				end
				POS_MIN : begin
					o_sec_clk = clk_1hz;
					o_min_clk = i_max_hit_sec;
					o_alarm_sec_clk = 1'b0;
					o_alarm_min_clk = ~sw2;
				end
			endcase
		end
		default: begin
			o_sec_clk = 1'b0;
			o_min_clk = 1'b0;
			o_alarm_sec_clk = 1'b0;
			o_alarm_min_clk = 1'b0;
		end
	endcase
end
endmodule
module	minsec(	
		o_sec,
		o_min,
		o_max_hit_sec,
		o_max_hit_min,
		o_alarm,
		i_mode,
		i_position,
		i_sec_clk,
		i_min_clk,
		i_alarm_sec_clk,
		i_alarm_min_clk,
		i_alarm_en,
		clk,
		rst_n);
output	[5:0]	o_sec		;
output	[5:0]	o_min		;
output		o_max_hit_sec	;
output		o_max_hit_min	;
output		o_alarm		;
input	[1:0]	i_mode		;
input		i_position	;
input		i_sec_clk	;
input		i_min_clk	;
input		i_alarm_sec_clk	;
input		i_alarm_min_clk	;
input		i_alarm_en	;
input		clk		;
input		rst_n		;
parameter	MODE_CLOCK	= 2'b00	;
parameter	MODE_SETUP	= 2'b01	;
parameter	MODE_ALARM	= 2'b10	;
parameter	POS_SEC		= 1'b0	;
parameter	POS_MIN		= 1'b1	;
wire	[5:0]	sec		;
wire		max_hit_sec	;
hms_cnt		u_hms_cnt_sec(
		.o_hms_cnt	( sec			),
		.o_max_hit	( o_max_hit_sec		),
		.i_max_cnt	( 6'd59			),
		.clk		( i_sec_clk		),
		.rst_n		( rst_n			));
wire	[5:0]	min		;
wire		max_hit_min	;
hms_cnt		u_hms_cnt_min(
		.o_hms_cnt	( min			),
		.o_max_hit	( o_max_hit_min		),
		.i_max_cnt	( 6'd59			),
		.clk		( i_min_clk		),
		.rst_n		( rst_n			));
wire	[5:0]	alarm_sec	;
hms_cnt		u_hms_cnt_alarm_sec(
		.o_hms_cnt	( alarm_sec		),
		.o_max_hit	( 			),
		.i_max_cnt	( 6'd59			),
		.clk		( i_alarm_sec_clk	),
		.rst_n		( rst_n			));
wire	[5:0]	alarm_min	;
hms_cnt		u_hms_cnt_alarm_min(
		.o_hms_cnt	( alarm_min		),
		.o_max_hit	( 			),
		.i_max_cnt	( 6'd59			),
		.clk		( i_alarm_min_clk	),
		.rst_n		( rst_n			));
reg	[5:0]	o_sec		;
reg	[5:0]	o_min		;
always @ (*) begin
	case(i_mode)
		MODE_CLOCK: 	begin
			o_sec	= sec;
			o_min	= min;
		end
		MODE_SETUP:	begin
			o_sec	= sec;
			o_min	= min;
		end
		MODE_ALARM:	begin
			o_sec	= alarm_sec;
			o_min	= alarm_min;
		end
	endcase
end
reg		o_alarm		;
always @ (posedge clk or negedge rst_n) begin
	if (rst_n == 1'b0) begin
		o_alarm <= 1'b0;
	end else begin
		if( (sec == alarm_sec) && (min == alarm_min)) begin
			o_alarm <= 1'b1 & i_alarm_en;
		end else begin
			o_alarm <= o_alarm & i_alarm_en;
		end
	end
end
endmodule
module	buzz(
		o_buzz,
		i_buzz_en,
		clk,
		rst_n);
output		o_buzz		;
input		i_buzz_en	;
input		clk		;
input		rst_n		;
parameter	C = 95556	;
parameter	D = 85131	;
parameter	E = 75843	;
parameter	F = 71586	;
parameter	G = 63776	;
parameter	A = 56818	;
parameter	B = 50619	;
parameter	HC = 47778	;
parameter	HD = 42565	;
wire		clk_bit		;
nco	u_nco_bit(	
		.o_gen_clk	( clk_bit	),
		.i_nco_num	( 25000000	),
		.clk		( clk		),
		.rst_n		( rst_n		));
reg	[4:0]	cnt		;
always @ (posedge clk_bit or negedge rst_n) begin
	if(rst_n == 1'b0) begin
		cnt <= 5'd0;
	end else begin
		if(cnt >= 5'd24) begin
			cnt <= 5'd0;
		end else begin
			cnt <= cnt + 1'd1;
		end
	end
end
reg	[31:0]	nco_num		;
always @ (*) begin
	if (i_buzz_en == 1'b0) begin
		nco_num <= 5'd0;
	end else begin
	case(cnt)
		5'd00: nco_num = E	;
		5'd01: nco_num = G	;
		5'd02: nco_num = HD	;
		5'd03: nco_num = HC	;
		5'd04: nco_num = G	;
		5'd05: nco_num = F	;
		5'd06: nco_num = E	;
		5'd07: nco_num = E	;
		5'd08: nco_num = E	;
		5'd09: nco_num = F	;
		5'd10: nco_num = G	;
		5'd11: nco_num = A	;
		5'd12: nco_num = G	;
		5'd13: nco_num = E	;
		5'd14: nco_num = G	;
		5'd15: nco_num = HD	;
		5'd16: nco_num = HC	;
		5'd17: nco_num = G	;
		5'd18: nco_num = F	;
		5'd19: nco_num = E	;
		5'd20: nco_num = G	;
		5'd21: nco_num = G	;
		5'd22: nco_num = A	;
		5'd23: nco_num = B	;
		5'd24: nco_num = HC	;
		5'd25: nco_num = HC	;
	endcase
	end
end
wire		buzz		;
nco	u_nco_buzz(	
		.o_gen_clk	( buzz		),
		.i_nco_num	( nco_num	),
		.clk		( clk		),
		.rst_n		( rst_n		));
assign		o_buzz = buzz & i_buzz_en & clk_bit;
endmodule
module	top(
		o_seg_enb,
		o_seg_dp,
		o_seg,
		o_alarm,
		i_sw0,
		i_sw1,
		i_sw2,
		i_sw3,
		clk,
		rst_n);
output	[5:0]	o_seg_enb	;
output		o_seg_dp	;
output	[6:0]	o_seg		;
output		o_alarm		;
input		i_sw0		;
input		i_sw1		;
input		i_sw2		;
input		i_sw3		;
input		clk		;
input		rst_n		;
wire	[1:0]	o_mode			;
wire		o_position		;
wire		o_alarm_en		;
wire		o_sec_clk		;
wire		o_min_clk		;
wire		o_alarm_sec_clk		;
wire		o_alarm_min_clk		;
wire		o_max_hit_sec		;
wire		o_max_hit_min		;
wire		o_alarm_w		;
wire	[5:0]	o_min			;
wire	[5:0]	o_sec			;
wire	[3:0]	o_left0			;
wire	[3:0]	o_right0		;
wire	[3:0]	o_left1			;
wire	[3:0]	o_right1		;
wire	[6:0]	o_seg0			;
wire	[6:0]	o_seg1			;
wire	[6:0]	o_seg2			;
wire	[6:0]	o_seg3			;
wire	[41:0]	six_digit_seg	;
assign		six_digit_seg = { {2{7'b0000000}}, o_seg2, o_seg3, o_seg0, o_seg1 } ; 
controller	u_controller(
				.o_mode			( o_mode		),
				.o_position		( o_position		),
				.o_alarm_en		( o_alarm_en		),
				.o_sec_clk		( o_sec_clk		),
				.o_min_clk		( o_min_clk		),
				.o_alarm_sec_clk	( o_alarm_sec_clk	),
				.o_alarm_min_clk	( o_alarm_min_clk	),
				.i_max_hit_sec		( o_max_hit_sec		),
				.i_max_hit_min		( o_max_hit_min		),
				.i_sw0			( i_sw0			),
				.i_sw1			( i_sw1			),
				.i_sw2			( i_sw2			),
				.i_sw3			( i_sw3			),
				.clk			( clk			),
				.rst_n			( rst_n			));
minsec		u_minsec(	
				.o_sec			( o_sec			),
				.o_min			( o_min			),
				.o_max_hit_sec		( o_max_hit_sec		),
				.o_max_hit_min		( o_max_hit_min		),
				.o_alarm		( o_alarm_w		),
				.i_mode			( o_mode		),
				.i_position		( o_position		),
				.i_sec_clk		( o_sec_clk		),
				.i_min_clk		( o_min_clk		),
				.i_alarm_sec_clk	( o_alarm_sec_clk	),
				.i_alarm_min_clk	( o_alarm_min_clk	),
				.i_alarm_en		( o_alarm_en		),
				.clk			( clk			),
				.rst_n			( rst_n			));
double_fig_sep	u0_dfs(
				.o_left			( o_left0		),
				.o_right		( o_right0		),
				.i_double_fig		( o_sec			));
double_fig_sep	u1_dfs(
				.o_left			( o_left1		),
				.o_right		( o_right1		),
				.i_double_fig		( o_min			));
fnd_dec		u0_fnd_dec(
				.o_seg			( o_seg0		),
				.i_num			( o_left0		));
fnd_dec		u1_fnd_dec(
				.o_seg			( o_seg1		),
				.i_num			( o_right0		));
fnd_dec		u2_fnd_dec(
				.o_seg			( o_seg2		),
				.i_num			( o_left1		));
fnd_dec		u3_fnd_dec(
				.o_seg			( o_seg3		),
				.i_num			( o_right1		));
led_disp	u_led_disp(
				.o_seg			( o_seg			),
				.o_seg_dp		( o_seg_dp		),
				.o_seg_enb		( o_seg_enb		),
				.i_six_digit_seg	( six_digit_seg		),
				.i_six_dp		( o_mode 		),
				.clk			( clk			),
				.rst_n			( rst_n			));
buzz		u_buzz(
				.o_buzz			( o_alarm		),
				.i_buzz_en		( o_alarm_w		),
				.clk			( clk			),
				.rst_n			( rst_n			));
endmodule
==> flow/run.sh <==
#!/bin/bash
# OpenROAD 26Q1-2900-gdf79404cd8, Yosys 0.63+post, stock flow scripts
make -C /OpenROAD-flow-scripts/flow DESIGN_CONFIG=/design/flow/config.mk WORK_HOME=/design/flow/orfs finish
==> flow/config.mk <==
export PLATFORM = sky130hd
export DESIGN_NAME = top
export DESIGN_NICKNAME = top
export VERILOG_FILES = /design/flow/design.v
export SDC_FILE = /design/flow/constraint.sdc
export NUM_CORES = 4
export LEC_CHECK = 1
export CORE_UTILIZATION = 30
==> git commit body <==
Add synthesis and place-and-route results

* Syn_area_per_cell: 9.56 µm²
- The type recorded for the worst min-delay path is flip-flop to flip-flop.
- Wire length on met2: ~10000 µm
- The launch point of the worst register-to-register path is recorded as u_buzz.u_nco_buzz.cnt[0].
* Share of the core filled by cells before placement: 0.304
- The report counts max-capacitance violations totalling 0.
* Chip area line of the yosys report: ~12000 µm²
- After filler insertion, the fill cell instance count of the layout stands at between 3000 and 4000.
- STA classifies the critical path endpoint as a primary output.
* Final hold violations: 0
- Primary flip-flop cell chosen by synthesis mapping: sky130_fd_sc_hd__dfrtp_1
- Sum of overflow across all layers after global routing: 0
- In the detailed route, the total length drawn on met3 is 640 µm.
- Dividing the detail-routed wire length by the instance count gives approximately 12 µm.
- Crit path from: u_buzz.u_nco_bit.o_gen_clk
* Fraction of layout cells with a size suffix above 1: 0.0586
- Insertion delay of the later-clocked pin in the worst-skew pair: between 400 and 500 ps
* Count of warning messages emitted by the tools: 49
- Root Driver: sky130_fd_sc_hd__clkbuf_16
* Worst EP arrival: about 1600 ps
- Final setup violation count: 0
- The report shows a maximum critical-path fanout of 7.
- Yosys reported that registers with async set or reset make up 0.850.
- Number of unconstrained endpoints: 88
- Multi-input combinational cell area: 6550 µm²
* Capturing instance or port of the critical path: o_alarm
- Routed WL: roughly 22000 µm
* Share of the clock period used by the worst path: 0.530
* Worst setup skew after layout: 11.3 ps
- Highest clock frequency the design can meet: 401 MHz
- VDD IR-drop max: 0.255 mV
- TritonCTS built the clock tree.
- Clock share of power: 0.486
- The mapped netlist covers around 12000 µm².
- STA classifies the critical path startpoint as a flip-flop.
- Wire length of the first global-routing pass: 39600 µm
- Setup repair after global routing left no endpoint under its margin.
* Post-synthesis cell type with the largest combined area: sky130_fd_sc_hd__dfrtp_1
- The analysis attributes to cell leakage a power of 6.54 nW.
* Via count: 8861
- Detailed placement ended at an HPWL of 15900 µm.
- Yosys instantiated no cell more often than sky130_fd_sc_hd__dfrtp_1.
* Number of enable-type register cells in the synthesized netlist: 0
- WP data required: 3760 ps
* Internal Power: between 2 and 2.5 mW
- Tightest Pin Transition: 844 ps
- In this run, the number of DRC markers left after iteration 0 of detailed routing was around 650.
* Ranking of synthesized cells by area: sky130_fd_sc_hd__dfrtp_1, sky130_fd_sc_hd__ha_1, sky130_fd_sc_hd__xor2_1
* Drc violations: 0
- Number of buffers added by the clock tree synthesis step: 17
- Flops after synth: approximately 240
- Headroom to the max-slew limit came out at 0.437.
* Worst hold slack across all endpoints: 452 ps
- CTS-repair resized insts: 0
- The netlist uses 83 different library cells.
- Net switching fraction of the power: 0.219
- The floorplan has ~74 rows.
* Switching power total: about 0.66 mW
* Ports: 21
* Hold Buf Count CTS: 0
- The final weighted congestion recorded by global placement is 0.899.
- Per the post-synthesis report, the number of cells in the design is 1294.
- The number of antenna violations at the first check in global routing is 0.
* Critical R2R Capture: u_buzz.u_nco_buzz.o_gen_clk
- Pins over their slew limit in the final report were tallied at 0.
- Number of register pins that no clock reaches: 74
- Overall die area: approximately 42000 µm²
- Warnings, synthesis: 9
- Clock buffer depth: 2
- Looking at the setup timing report, the critical path kind is flip-flop to primary output.
* Number of vias per cell: 4.67
- Cell count in the Yosys report: 1294
- Number of setup buffers added after CTS: 0
* R2R setup slack: 2280 ps
- Highest metal layer with signal wires: met4
- Looking at the clock tree report, the H-tree level count equals 4.
- The clock period could shrink to 2490 ps.
- Die H: 205 µm
* Power Dens Cells: 214 nW/µm²
* Number of global-route vias before repair: around 8400
* Area share, top type: 0.412
* Core ar.: 40700 µm²
- DR pass1 iterations: 6
- Input and output buffers added on the ports amount to 20.
- Storage cell area: 5690 µm²
- Outcome: complete, no violations
- Met1 Wirelength: 11800 µm
* Detail Route Antenna Nets: 0
- Clock-pin transition on the worst setup and hold timing paths: 70 ps
- Counting instances in the post-synthesis netlist gives the leading cell types as sky130_fd_sc_hd__dfrtp_1, sky130_fd_sc_hd__nor2_1, sky130_fd_sc_hd__nand2_1, sky130_fd_sc_hd__xor2_1, sky130_fd_sc_hd__ha_1.
- Entering global routing, the biggest net connects 118 pins.
- Die X-Extent: between 200 and 250 µm
* Sequential Power Share: 0.496
- Layout overhead on the synthesized area: 12.9%
* Worst Reg2Reg Path Length in Cells: 11
- The number of antenna diodes in the final layout is 0.
* Share of total power in combinational logic: 0.018
* Overall routing resource usage: 0.114
- Final setup TNS: 0 ps
-- power by group through the flow --
stage / sequential [mW] / clock, mW / combinational (mW)
4_1_cts: 1.49 / 1.50 / 0.0583
5_1_grt: 1.49 / 1.55 / 0.0663
6_report: 1.49 / 1.46 / 0.0533
-- worst max-delay path, cell delays in order (launching register included) --
cell and delay, ps:
sky130_fd_sc_hd__dfrtp_1 450, sky130_fd_sc_hd__and3_1 210, sky130_fd_sc_hd__clkdlybuf4s50_1 460
-- registers in the layout (all words and copies together) (netlist names), 2 cells and up --
register	count
u_minsec.o_min	6
u_minsec.u_hms_cnt_alarm_sec.o_hms_cnt	6
u_minsec.u_hms_cnt_min.o_hms_cnt	6
u_minsec.u_hms_cnt_sec.o_hms_cnt	6
u_minsec.o_sec	6
u_buzz.cnt	5
u_buzz.nco_num	16
u_controller.u1_nco.cnt	32
u_controller.u0_nco.cnt	32
u_led_disp.u_nco.cnt	32
u_buzz.u_nco_buzz.cnt	32
u_led_disp.cnt_common_node	4
u_controller.o_mode	2
u_buzz.u_nco_bit.cnt	32
u_minsec.u_hms_cnt_alarm_min.o_hms_cnt	6
-- cell usage in the layout (no fill, tap or decap), types with 19 or more instances in the layout --
master / synthesis / final
sky130_fd_sc_hd__a21oi_1: 55 / 55
sky130_fd_sc_hd__and3_1: 28 / 28
sky130_fd_sc_hd__clkdlybuf4s50_1: 0 / 19
sky130_fd_sc_hd__conb_1: 1 / 49
sky130_fd_sc_hd__dfrtp_1: 204 / 204
sky130_fd_sc_hd__dlxtn_1: 28 / 28
sky130_fd_sc_hd__ha_1: 77 / 77
sky130_fd_sc_hd__inv_1: 44 / 44
sky130_fd_sc_hd__nand2_1: 93 / 93
sky130_fd_sc_hd__nand3_1: 64 / 64
sky130_fd_sc_hd__nand4_1: 31 / 31
sky130_fd_sc_hd__nor2_1: 200 / 200
sky130_fd_sc_hd__nor2b_1: 20 / 20
sky130_fd_sc_hd__nor3_1: 20 / 20
sky130_fd_sc_hd__o21ai_0: 50 / 50
sky130_fd_sc_hd__xnor2_1: 45 / 45
sky130_fd_sc_hd__xor2_1: 92 / 92
-- worst min path at each step --
stage                            end  depth (start not counted)  slack (ps)                        from
4_1_cts   u_controller.u0_nco.cnt[0]                          1         460  u_controller.u0_nco.cnt[0]
5_1_grt   u_controller.u0_nco.cnt[0]                          1         480  u_controller.u0_nco.cnt[0]
6_report  u_controller.u0_nco.cnt[0]                          1         450  u_controller.u0_nco.cnt[0]
-- per-layer routing --
| layer | vias to the layer above | GRT usage |
|---|---|---|
| met5 | - | 0 |
| met4 | 0 | 0.0106 |
| met3 | 14 | 0.0138 |
| met2 | 119 | 0.175 |
| met1 | 4153 | 0.182 |
| li1 | 4575 | - |
-- cells by family after synthesis --
logic type	share of synthesized area
flip-flops	0.425
AND-OR/OR-AND	0.110
adder cells (fa/ha/maj)	0.0778
XOR/XNOR	0.0983
multiplexers	0.0176
latches	0.0340
other	0.000303
AND/OR/NAND/NOR	0.210
buffers and inverters	0.0266
-- metrics by stage --
step | setup slack (ps) | instances | utilization | cell area (µm²) | power, mW
detailed placement | 2270 | 1866 | 0.328 | 13300 | 1.57
global route | 2030 | 1898 | 0.343 | 14000 | 3.11
CTS | 2160 | 1898 | 0.343 | 14000 | 3.04
floorplan | 2490 | 1342 | - | 12600 | 1.52
finish | 2210 | 1898 | 0.343 | 14000 | 2.99
global placement | 2280 | 1866 | 0.328 | 13300 | 1.57
-- area by class of cell --
class,instances,area share
Clock buffer,17,0.0305
Clock inverter,15,0.0140
Inverter,45,0.0121
Multi-Input combinational cell,1021,0.469
Sequential cell,240,0.407
Timing Repair Buffer,28,0.0198
Tap cell,532,0.0476
Power is estimated from default activity; no workload was simulated.
